==> flow/design.v <==
module uart
#(
    parameter DELAY_FRAMES = 234  
)
(
    input clk,
    input uart_rx,
    output uart_tx,
    output reg [5:0] led,
    input send,
);
localparam HALF_DELAY_WAIT = (DELAY_FRAMES / 2);
reg [3:0] rxState = 0;
reg [12:0] rxCounter = 0;
reg [7:0] dataIn = 0;
reg [2:0] rxBitNumber = 0;
reg byteReady = 0;
localparam RX_STATE_IDLE = 0;
localparam RX_STATE_START_BIT = 1;
localparam RX_STATE_READ_WAIT = 2;
localparam RX_STATE_READ = 3;
localparam RX_STATE_STOP_BIT = 5;
always @(posedge clk) begin
    case (rxState)
        RX_STATE_IDLE: begin
            if (uart_rx == 0) begin
                rxState <= RX_STATE_START_BIT;
                rxCounter <= 1;
                rxBitNumber <= 0;
                byteReady <= 0;
            end
        end 
        RX_STATE_START_BIT: begin
            if (rxCounter == HALF_DELAY_WAIT) begin
                rxState <= RX_STATE_READ_WAIT;
                rxCounter <= 1;
            end else 
                rxCounter <= rxCounter + 1;
        end
        RX_STATE_READ_WAIT: begin
            rxCounter <= rxCounter + 1;
            if ((rxCounter + 1) == DELAY_FRAMES) begin
                rxState <= RX_STATE_READ;
            end
        end
        RX_STATE_READ: begin
            rxCounter <= 1;
            dataIn <= {uart_rx, dataIn[7:1]};
            rxBitNumber <= rxBitNumber + 1;
            if (rxBitNumber == 3'b111)
                rxState <= RX_STATE_STOP_BIT;
            else
                rxState <= RX_STATE_READ_WAIT;
        end
        RX_STATE_STOP_BIT: begin
            rxCounter <= rxCounter + 1;
            if ((rxCounter + 1) == DELAY_FRAMES) begin
                rxState <= RX_STATE_IDLE;
                rxCounter <= 0;
                byteReady <= 1;
            end
        end
    endcase
end
always @(posedge clk) begin
    if (byteReady) begin
        led <= ~dataIn[5:0];
    end
end
reg [3:0] txState = 0;
reg [24:0] txCounter = 0;
reg [7:0] dataOut = 0;
reg txPinRegister = 1;
reg [2:0] txBitNumber = 0;
reg [3:0] txByteCounter = 0;
assign uart_tx = txPinRegister;
localparam MEMORY_LENGTH = 12;
reg [7:0] testMemory [MEMORY_LENGTH-1:0];
initial begin
    testMemory[0] = "B";
    testMemory[1] = "O";
    testMemory[2] = "O";
    testMemory[3] = " ";
    testMemory[4] = "N";
    testMemory[5] = "V";
    testMemory[6] = "I";
    testMemory[7] = "D";
    testMemory[8] = "I";
    testMemory[9] = "A";
    testMemory[10] = "!";
    testMemory[11] = "!";
end
localparam TX_STATE_IDLE = 0;
localparam TX_STATE_START_BIT = 1;
localparam TX_STATE_WRITE = 2;
localparam TX_STATE_STOP_BIT = 3;
always @(posedge clk) begin
    case (txState)
        TX_STATE_IDLE: begin
            if (send) begin
                txState <= TX_STATE_START_BIT;
                txCounter <= 0;
                txByteCounter <= 0;
            end
            else begin
                txPinRegister <= 1;
            end
        end 
        TX_STATE_START_BIT: begin
            txPinRegister <= 0;
            if ((txCounter + 1) == DELAY_FRAMES) begin
                txState <= TX_STATE_WRITE;
                dataOut <= testMemory[txByteCounter];
                txBitNumber <= 0;
                txCounter <= 0;
            end else 
                txCounter <= txCounter + 1;
        end
        TX_STATE_WRITE: begin
            txPinRegister <= dataOut[txBitNumber];
            if ((txCounter + 1) == DELAY_FRAMES) begin
                if (txBitNumber == 3'b111) begin
                    txState <= TX_STATE_STOP_BIT;
                end else begin
                    txState <= TX_STATE_WRITE;
                    txBitNumber <= txBitNumber + 1;
                end
                txCounter <= 0;
            end else 
                txCounter <= txCounter + 1;
        end
        TX_STATE_STOP_BIT: begin
            txPinRegister <= 1;
            if ((txCounter + 1) == DELAY_FRAMES) begin
                if (txByteCounter == MEMORY_LENGTH - 1) begin
                    txState <= TX_STATE_IDLE;
                end else begin
                    txByteCounter <= txByteCounter + 1;
                    txState <= TX_STATE_START_BIT;
                end
                txCounter <= 0;
            end else 
                txCounter <= txCounter + 1;
        end
    endcase      
end
endmodule
module gpu (
    input clk,
    input uart_rx,
    output uart_tx,
    output reg [5:0] led,
    input btn1
);
reg [1:0] state;
reg [1:0] send;
reg [23:0] counter;
always @(posedge clk) begin
    counter <= counter + 1;
    if (send == 1)
        send <= 0;
    if (counter == 0)
        send <= 1;
end
uart mod_uart (
    .clk,
    .uart_rx,
    .uart_tx,
    .led,
    .send,
);
endmodule
==> flow/run.sh <==
#!/bin/bash
# OpenROAD 26Q1-2900-gdf79404cd8, Yosys 0.63+post, stock flow scripts
make -C /OpenROAD-flow-scripts/flow DESIGN_CONFIG=/design/flow/config.mk WORK_HOME=/design/flow/orfs finish
==> flow/config.mk <==
export PLATFORM = sky130hd
export DESIGN_NAME = gpu
export DESIGN_NICKNAME = gpu
export VERILOG_FILES = /design/flow/design.v
export SDC_FILE = /design/flow/constraint.sdc
export NUM_CORES = 4
export LEC_CHECK = 1
export CORE_UTILIZATION = 30
==> flow/constraint.sdc <==
current_design gpu

set clk_period 8.7
set clk_io_pct 0.2

create_clock -name clk0 -period $clk_period [get_ports {clk}]

set non_clock_inputs [all_inputs -no_clocks]
set_input_delay [expr $clk_period * $clk_io_pct] -clock clk0 $non_clock_inputs
set_output_delay [expr $clk_period * $clk_io_pct] -clock clk0 [all_outputs]
==> summary.txt <==
Simple-Gate Area Share = 0.242
Area Overhead vs Synth = 9.66%
DRT Pass-1 Iters = 4
Share of cells above drive strength 1 = 0.0935
Hold_buf cts = 0
Xor/xnor share = 0.0951
Worst slack, placed = 5.51 ns
Cts repair resizes = 0
Latency at later pin = 0.34 ns
Leak = 2.20 nW
Hold Startpoint = mod_uart.dataIn[7]
WP data required = 8.71 ns
Launching point of the worst reg2reg path = mod_uart.txCounter[0]
Total power = 901 µW
Routed wire per std cell = 12.0 µm
Ao+oa area frac = 0.0675
Synth flops = 101
H-tree Lvls = 3
TritonCTS clock tree = yes
Yosys warnings = 3
Vias in the first global route = 3502
GRT met2 Usage = 0.161
DR iter-0 viols = 207
Area fraction in mux cells = 0.0169
Type of origin of the critical path = register
Yosys cell count = 518
Post-CTS Setup Bufs = 0
Worst r2r path cells = 8
Max cap viols = 0
Hold Path End = mod_uart.dataIn[6]
Top_reg_cell synth = edfxtp_1
Post-route DRC = 0
Post-Synthesis Cells = 518
EDFF count, synth = 76
Post-route clock skew = 0.00729 ns
Met3 Use GR = 0.0215
Internal power = 717 µW
Least-Margin Pin Slew = 0.547 ns
Power density over cell area = 146 nW/µm²
CTS buffer count = 9
Crit Path Max Fanout = 10
HPWL Detailed = 6.26 mm
Die H = 139 µm
Status = finished clean
Grt met1 use = 0.149
IO buf count = 8
Syn_area_per_cell = 10.8 µm²
Worst-path clk slew = 0.07 ns
Logic pwr share = 0.010
Antenna violations before repair = 0
Root Buffer = clkbuf_16
Critical path start-end classification = reg -> reg
Reg-to-Reg End = mod_uart.txByteCounter[2]
Post-synth seq share = 0.495
HP Class = reg -> reg
Sequential share of power = 0.574
Yosys adder share = 0.0445
Area post-placement = 5880 µm²
Crit. End Element = register
Fp util = 0.310
Grt peak-use layer = met2
Design area = 6160 µm²
Slew Limit Fails = 0
Sw Pwr = 185 µW
CORE AREA = 18100 µm²
Clock share of power = 0.417
Fraction of registers with async set/reset = 0
Max IR drop VDD = 0.0800 mV
Tool warnings = 36
Fin worst setup slack = 5.55 ns
Final GP Congestion = 0.831
Yosys cell types = 70
Post-route ant nets = 0
Final worst-path cycle share = 0.362
Routed via count = 3642
Total Routing Usage GR = 0.100
RSZ-0062 raised after global routing = false
Final hold violations = 0
Maximum clock frequency = 318 MHz
Setup tns final = 0 ns
Via density = 4.84
Critical path arrival = 3.15 ns
Chip footprint = 19300 µm²
First-pass GRT wire length = 16.0 mm
Post-layout min period = 3.15 ns
# IOs = 10
Fill cells = 1712
GRT overflow = 0
Yosys Chip Area = 5620 µm²
Std-Cell Rows = 49
Routed wire length = 9.04 mm
Largest net degree at the start of global routing = 28
CTS Sinks = 101
Die X = 139 µm
# setup viols final = 0
Flop-to-flop setup slack = 5.55 ns
Rel. slew slack = 0.633
Net Sw Frac = 0.205
Synthesized area = 5620 µm²
Comb area leader = simple AND/OR/NAND/NOR gates
Max clock buf depth = 2
Diode count = 0
Hold depth = 0
kinds of logic after synthesis:
kind of cell / Yosys count
compound gates: 50
flops: 101
xor+xnor: 61
mux: 8
buf+inv: 45
fa+ha+maj: 20
simple gates: 233
cell usage after synthesis (all sizes together) (13+ instances only):
cell / count / area [µm²]
nand3: 29 / 158
edfxtp: 76 / 2280
inv: 24 / 90.1
ha: 20 / 250
xnor2: 45 / 394
and3: 13 / 81.3
nand2: 40 / 150
nor2: 50 / 195
nor3: 20 / 135
dfxtp: 25 / 500
xor2: 16 / 140
nand4: 18 / 155
final cells by class:
| type | count | area [µm²] | area share |
|---|---|---|---|
| Clock buffer | 9 | 225 | 0.0365 |
| Clock inverter | 7 | 53.8 | 0.00873 |
| Inverter | 24 | 90.1 | 0.0146 |
| Multi-Input combinational cell | 372 | 2620 | 0.425 |
| Sequential cell | 101 | 2780 | 0.452 |
| Tap cell | 229 | 287 | 0.0465 |
| Timing Repair Buffer | 11 | 103 | 0.0166 |
critical path, stage by stage (launching register included):
cell	delay, ns
edfxtp_1	0.54
ha_1	0.46
nand4_2	0.29
nor4_4	0.36
nand4_1	0.20
a22oi_1	0.22
nand4_2	0.18
nor2_4	0.28
o2bb2ai_1	0.26
power by group through the flow:
stage / registers [mW] / clock network, mW / logic (mW)
6_report: 0.517 / 0.376 / 0.00859
4_1_cts: 0.517 / 0.389 / 0.00863
5_1_grt: 0.517 / 0.410 / 0.00981
sequential cells by signal, indices dropped and copies added (netlist names), 2 cells and up:
name,flops
mod_uart.rxCounter,13
mod_uart.dataOut,7
counter,24
mod_uart.txCounter,25
mod_uart.txByteCounter,4
mod_uart.led,6
mod_uart.txBitNumber,3
mod_uart.rxBitNumber,3
mod_uart.rxState,3
mod_uart.dataIn,8
mod_uart.txState,2
per-layer routing:
layer	vias to the layer above	part of all wire	routed length, µm
met5	-	0	0
met1	1724	0.50	4530
met2	37	0.46	4130
met3	8	0.031	277
li1	1873	-	-
met4	0	0.011	102
per-stage QoR:
stage / utilization / hold slack (ns) / instances
CTS: 0.340 / 0.425 / 753
global route: 0.340 / 0.442 / 753
global placement: 0.324 / 0.407 / 737
finish: 0.340 / 0.422 / 753
detailed placement: 0.324 / 0.408 / 737
floorplan: - / 0.400 / 518
worst max-delay path by stage:
stage                            startpoint                        end  slack, ns  depth (start not counted)
final                 mod_uart.txCounter[0]  mod_uart.txByteCounter[2]       5.55                          8
after global routing  mod_uart.txCounter[0]  mod_uart.txByteCounter[0]       5.32                          8
after CTS             mod_uart.txCounter[0]  mod_uart.txByteCounter[1]       5.52                          8
placed cells by master (no fill, tap or decap), types with 13 or more instances in the layout:
cell type	n
edfxtp_1	76
dfxtp_1	25
nand2_1	40
and3_1	13
nor3_1	13
nor2_1	49
inv_1	24
xnor2_1	45
xor2_1	16
nand4_1	14
nand3_1	28
ha_1	20
Power and IR drop assume default switching activity.
